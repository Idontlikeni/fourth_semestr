**flow/run.sh**
```bash
#!/bin/bash
# OpenROAD 26Q1-2900-gdf79404cd8, Yosys 0.63+post, stock flow scripts
make -C /OpenROAD-flow-scripts/flow DESIGN_CONFIG=/design/flow/config.mk WORK_HOME=/design/flow/orfs finish
```
**flow/config.mk**
```make
export PLATFORM = sky130hd
export DESIGN_NAME = batcher_sort_fsm
export DESIGN_NICKNAME = batcher_sort_fsm
export VERILOG_FILES = /design/flow/design.v
export SDC_FILE = /design/flow/constraint.sdc
export NUM_CORES = 4
export LEC_CHECK = 1
export CORE_UTILIZATION = 40
```
**flow/constraint.sdc**
```tcl
current_design batcher_sort_fsm

set clk_period 1.2
set clk_io_pct 0.2

create_clock -name clk0 -period $clk_period [get_ports {clk}]

set non_clock_inputs [all_inputs -no_clocks]
set_input_delay [expr $clk_period * $clk_io_pct] -clock clk0 $non_clock_inputs
set_output_delay [expr $clk_period * $clk_io_pct] -clock clk0 [all_outputs]
```
**flow/design.v**
```verilog
`timescale 1ns / 1ps
module batcher_sort_fsm #(
    WIDTH = 8,
    BITS = 4
)(
    input [WIDTH*BITS-1:0] data_in,
    input reset,
    input [3:0] data_count,
    input enable,
    input clk,
    output reg [WIDTH*BITS-1:0] data_out,
    output reg data_out_enable
    );
    reg [WIDTH*BITS-1:0] data_out_next;
    reg [1:0] state, next_state;
    reg data_out_enable_next;
    always @(posedge clk) 
        if (reset) begin
            data_out <= 0;
            data_out_enable <=0;
            state<=0;
        end
        else
            if(enable) begin
                data_out<=data_out_next;
                data_out_enable<=data_out_enable_next;
                state<=next_state;
            end    
    localparam IDLE = 0, SORT = 1, OUT = 2;
    always @*
        begin
            case(state)
                IDLE: next_state = enable ? SORT : IDLE;
                SORT: next_state = OUT;
                OUT: next_state = enable ? OUT : IDLE;
            endcase
        end
    always @*
        begin
            case(state)
                IDLE: 
                    begin
                        data_out_next<=data_out;
                        data_out_enable_next<=data_out_enable;
                    end
                SORT: 
                    begin
                        data_out_next<=sort(data_in);
                        data_out_enable_next<=data_out_enable;
                    end
                OUT:
                    begin
                        data_out_next<=data_out;
                        data_out_enable_next<=1;
                    end
              endcase
        end
        function [WIDTH*BITS-1:0] sort(
            input [WIDTH*BITS-1:0] data_in
        );
            integer s, t, i, idx;
            reg [BITS-1:0] arr [0:WIDTH-1];
            reg [BITS-1:0] temp;
            reg [3:0] count;
            reg [3:0] count1;
            reg [3:0] j;
            begin
                for (idx = 0; idx < WIDTH; idx = idx + 1)
                    arr[idx] = data_in[BITS*idx +: BITS];
                for (s = 2; s <= WIDTH; s = s << 1) begin
                    for (t = s; t > 1; t = t >> 1) begin
                        for (i = 0; i < WIDTH; i = i + 1) begin
                            if (((i & s) == 0 && arr[i] > arr[i ^ (t>>1)]) ||
                                ((i & s) != 0 && arr[i] < arr[i ^ (t>>1)])) begin
                                temp            = arr[i];
                                arr[i]          = arr[i ^ (t>>1)];
                                arr[i ^ (t>>1)] = temp;
                            end
                        end
                    end
                end
           count = WIDTH;
           count1 = 0;
           j = 0;
           for (idx = 0; idx < WIDTH; idx = idx + 1) begin
                if(count == data_count) begin
                    sort[BITS*(count1) +: BITS] = arr[j];
                    j = j+1;
                    count1 = count1+ 1;
               end else begin
                     sort[BITS*(count-1) +: BITS] = 4'b0000;
                     count = count - 1;
                     j = j+1;
              end
           end
        end
        endfunction
        initial begin
            state<=0;
            next_state<=0;
            data_out<=0;
            data_out_enable<=0;
            data_out_next<=0;
            data_out_enable_next<=0;
        end
endmodule
```
==> impl_metrics.py <==
# Auto-generated metrics
metrics = {
    "status": {
        "status": "complete, no violations",
    },
    "placement": {
        "routabilityCongestion": 0.975,
        "dp.cells": 2863,
        "dp_hpwl_mm": 37.9,
        "port_buffers": 71,
    },
    "sta": {
        "untimed_endpoints": 35,
        "max_freq_ghz": 0.939,
        "setup-violations-final": 0,
        "period_used_share": 0.887,
        "final.min_clock_period_ns": 1.06,
        "max-slew-margin-rel": 0.305,
        "rsz0062_at_grt": "no",
        "holdWs_ns": 0.523,
        "unclocked_regs": 35,
        "finalSetupTns_ns": 0,
        "worst_pin_slew_ns": 1.01,
        "clock_skew_ns": 0,
        "hold_viol_final": 0,
        "drv_slew": 0,
    },
    "yosys": {
        "edf_count": 0,
        "mux_share": 0.121,
        "syn_inst": 2327,
        "async_flop_share": 0,
        "xor_share": 0.0231,
        "netlist_area_um2": 15900,
        "yosys_area_um2": 15900,
        "ys_ff": 70,
        "fa_ha_area_frac": 0.119,
        "ys_sh_simple": 0.286,
        "top_logic_kind": "AND-OR/OR-AND gates",
        "ys_cells": 2327,
        "syn_avg_cell_area_um2": 6.83,
        "synthDistinctLibCells": 113,
        "ys_sh_aoi": 0.319,
        "yosysWarnings": 2,
        "ff_type": "dlxtn_1",
    },
    "clock_network": {
        "clock-root-buffer": "clkbuf_16",
        "numCtsBuffers": 5,
        "ctsLongestPathBuffers": 2,
        "path_clk_slew_ns": 0.05,
        "cts_tree": "built",
        "ctsHoldBuffers": 0,
        "cts-htree-levels": 2,
        "clock_latency_ns": 0.27,
    },
    "grt": {
        "antenna_found_initial": 0,
        "grt_start_max_net_pins": 44,
        "grt_pass1_wl_mm": 77.9,
        "gr-total-overflow": 0,
        "groute.usage.overall": 0.230,
        "grt_pass1_vias": 15300,
    },
    "die": {
        "io-pin-count": 72,
        "core_um2": 38900,
        "chipWidth_um": 201,
        "fp_util": 0.408,
        "row_count": 72,
        "dieHeight_um": 201,
        "die_area_um2": 40500,
    },
    "layout": {
        "stdcell_count": 2902,
        "final_core_util": 0.449,
        "layout_top_cell": "nor2_1",
        "nFillCells": 3902,
        "drive_gt1_frac": 0.0839,
        "final_cell_mix": "nor2_1 (282), nand2_1 (237), a21oi_1 (159)",
        "area_growth_pct": 9.97,
    },
    "route": {
        "avgRoutedWirePerCell_um": 16.2,
        "num_antenna_cells": 0,
        "dr.first_iter.drc_count": 1338,
        "dr.pass1.iters": 6,
        "viasPerCell": 5.91,
        "wl_mm": 47.1,
        "remaining_drc_errors": 0,
        "vias": 17200,
        "antenna_violating_nets_post_route": 0,
    },
    "critical_path": {
        "r2r_setup_slack_ns": 0.46,
        "crit_required_ns": 0.96,
        "cp_slowest_cell": "dfxtp_2",
        "crit_arrival_ns": 0.82,
        "crit_family": "flip-flops",
        "cp_cell_sequence": "dlygate4sd2_1",
        "end_kind": "output port",
        "crit_type": "flip-flop to output port",
        "worst_setup_path_start_kind": "flip-flop",
        "crit_buf_inv": 1,
        "critical_path.max_stage_delay_ns": 0.31,
        "crit_fanout": 2,
    },
    "flow_run": {
        "log.warning_count": 73,
        "timing.max_cap.violations": 0,
    },
    "hold_path": {
        "min_path_type": "primary input to flip-flop",
    },
}
==> registers in the layout, summed over array words and instances, names as in the netlist <==
name,count
state,2
data_out,32
next_state,2
data_out_enable,1
data_out_next,32
data_out_enable_next,1
==> final timing paths <==
kind,startpoint,endpoint,depth (start not counted)
worst max-delay path,data_out[16],data_out[16],1
worst min-delay path,enable,data_out[2],4
worst max register to register,data_out[17],data_out[17],3
worst min register to register,state[1],state[1],2
==> tightest hold or removal path, cell delays in order <==
cell     delay (ns)
buf_2          0.11
buf_12         0.19
mux2i_1        0.14
nor2_1         0.07
==> metrics by stage <==
stage                     setup slack (ns)  area [um^2]
after floorplan                     0.0535        15900
after global placement              0.0498        17100
after detailed placement            0.0512        17100
after CTS                            0.127        17500
after global routing                 0.111        17500
final                                0.136        17500
==> kinds of logic (layout without fill, tap and decap cells) <==
kind of cell    Yosys count  count (layout)
simple gates            942             942
compound gates          723             723
buf+inv                 223             280
mux                     179             179
fa+ha+maj               151             151
xor+xnor                 39              39
flops                    35              35
latches                  35              35
==> synthesized netlist by cell type, types with 16 or more instances <==
master / number / share of area
o21a_1: 26 / 0.012
mux2_2: 26 / 0.018
a31oi_1: 33 / 0.013
a22oi_1: 21 / 0.0099
o211ai_1: 27 / 0.013
a21o_1: 34 / 0.016
and3_1: 46 / 0.018
a211o_1: 16 / 0.0088
or2_2: 17 / 0.0067
a211oi_1: 50 / 0.024
a21oi_1: 159 / 0.050
nand4_1: 19 / 0.0075
o22ai_1: 42 / 0.017
nor3_1: 55 / 0.017
o21ai_0: 98 / 0.031
nand2b_1: 23 / 0.0091
ha_1: 148 / 0.12
dlxtn_1: 35 / 0.033
and2_1: 56 / 0.022
xnor2_1: 25 / 0.014
or3_1: 25 / 0.0098
nand3_1: 82 / 0.026
nor2_1: 282 / 0.067
inv_1: 146 / 0.034
dfxtp_1: 35 / 0.044
nor2b_1: 40 / 0.016
clkbuf_1: 56 / 0.013
a32oi_1: 16 / 0.0088
mux2i_1: 137 / 0.086
o21ai_1: 22 / 0.0069
nand2_1: 237 / 0.056
==> area by class of cell <==
type | instances | area (um^2) | area share
Clock buffer | 6 | 129 | 0.00737
Timing Repair Buffer | 121 | 1060 | 0.0609
Inverter | 153 | 574 | 0.0329
Tap cell | 518 | 648 | 0.0371
Multi-Input combinational cell | 2034 | 13800 | 0.789
Sequential cell | 70 | 1270 | 0.0725
==> metal layers <==
metal	vias to the layer above	wire (um)	GRT usage
met4	0	826	0.0357
met1	7838	23600	0.354
met5	-	0	0
li1	8785	-	-
met3	56	2190	0.0121
met2	473	20500	0.360
==> what timing repair did <==
| item | in CTS | in global routing |
|---|---|---|
| buffers inserted | 33 | 0 |
| gates resized | 66 | 0 |
| endpoints found under the setup margin | 33 | 0 |
